==> ./design.v <==
`timescale 1ns / 1ps
module warmup2_mpadder_answers(
    input  wire         clk,
    input  wire         resetn,
    input  wire         start,
    input  wire [127:0] A,
    input  wire [127:0] B,
    output wire [128:0] C,
    output wire         done);
    reg          regA_en;
    wire [127:0] regA_D;
    reg  [127:0] regA_Q;
    always @(posedge clk)
    begin
        if(~resetn)         regA_Q <= 128'd0;
        else if (regA_en)   regA_Q <= regA_D;
    end
                reg          regB_en;
                wire [127:0] regB_D;
                reg  [127:0] regB_Q;
                always @(posedge clk)
                begin
                    if(~resetn)          regB_Q <= 128'd0;
                    else if (regB_en)   regB_Q <= regB_D;
                end
    reg          muxA_sel;
    wire [127:0] muxA_Out;
    assign muxA_Out = (muxA_sel == 0) ? A : {64'b0,regA_Q[127:64]};
    assign regA_D = muxA_Out;
                reg          muxB_sel;
                reg  [127:0] muxB_Out;
                always@(*) begin
                    if (muxB_sel==1'b0) muxB_Out <= B;
                    else                muxB_Out <= {64'b0,regB_Q[127:64]};
                end
                assign regB_D = muxB_Out;
    wire [63:0] operandA;
    wire [63:0] operandB;
    wire        carry_in;
    wire [63:0] result;
    wire        carry_out;
                assign {carry_out,result} = operandA + operandB + carry_in;
                reg          regResult_en;
                reg  [127:0] regResult;
                always @(posedge clk)
                begin
                    if(~resetn)             regResult <= 128'b0;
                    else if (regResult_en)  regResult <= {result, regResult[127:64]};
                end
                reg  regCout_en;
                reg  regCout;
                always @(posedge clk)
                begin
                    if(~resetn)          regCout <= 1'b0;
                    else if (regCout_en) regCout <= carry_out;
                end
                reg  muxCarryIn_sel;
                wire muxCarryIn;
                assign muxCarryIn = (muxCarryIn_sel == 0) ? 1'b0 : regCout;
                assign operandA = regA_Q;
                assign operandB = regB_Q;
                assign carry_in = muxCarryIn;
                assign C = {regCout, regResult};
    reg [1:0] state, nextstate;
    always @(posedge clk)
    begin
        if(~resetn)	state <= 2'd0;
        else        state <= nextstate;
    end
    always @(*)
    begin
        case(state)
            2'd0: begin
                regA_en        <= 1'b1;
                regB_en        <= 1'b1;
                regResult_en   <= 1'b0;
                regCout_en     <= 1'b0;
                muxA_sel       <= 1'b0;
                muxB_sel       <= 1'b0;
                muxCarryIn_sel <= 1'b0;
            end
            2'd1: begin
                                regA_en        <= 1'b1;
                                regB_en        <= 1'b1;
                                regResult_en   <= 1'b1;
                                regCout_en     <= 1'b1;
                                muxA_sel       <= 1'b1;
                                muxB_sel       <= 1'b1;
                                muxCarryIn_sel <= 1'b0;
            end
            2'd2: begin
                                regA_en        <= 1'b0;
                                regB_en        <= 1'b0;
                                regResult_en   <= 1'b1;
                                regCout_en     <= 1'b1;
                                muxA_sel       <= 1'b1;
                                muxB_sel       <= 1'b1;
                                muxCarryIn_sel <= 1'b1;
            end
                                default: begin
                                    regA_en        <= 1'b0;
                                    regB_en        <= 1'b0;
                                    regResult_en   <= 1'b1;
                                    regCout_en     <= 1'b0;
                                    muxA_sel       <= 1'b0;
                                    muxB_sel       <= 1'b0;
                                    muxCarryIn_sel <= 1'b0;
                                end
        endcase
    end
    always @(*)
    begin
        case(state)
            2'd0: begin
                if(start)
                    nextstate <= 2'd1;
                else
                    nextstate <= 2'd0;
                end
                                2'd1   : nextstate <= 2'd2;
                                2'd2   : nextstate <= 2'd0;
                                default: nextstate <= 2'd0;
        endcase
    end
                reg regDone;
                always @(posedge clk)
                begin
                    if(~resetn) regDone <= 1'd0;
                    else        regDone <= (state == 2'd2) ? 1'b1 : 1'b0;;
                end
                assign done = regDone;
endmodule
==> ./run.sh <==
#!/bin/bash
# OpenROAD 26Q1-2900-gdf79404cd8, Yosys 0.63+post, stock flow scripts
make -C /OpenROAD-flow-scripts/flow DESIGN_CONFIG=/design/flow/config.mk WORK_HOME=/design/flow/orfs finish
==> ./config.mk <==
export PLATFORM = sky130hd
export DESIGN_NAME = warmup2_mpadder_answers
export DESIGN_NICKNAME = warmup2_mpadder_answers
export VERILOG_FILES = /design/flow/design.v
export SDC_FILE = /design/flow/constraint.sdc
export NUM_CORES = 4
export LEC_CHECK = 1
export CORE_UTILIZATION = 40
==> ./constraint.sdc <==
current_design warmup2_mpadder_answers

set clk_period 23.7
set clk_io_pct 0.2

create_clock -name clk0 -period $clk_period [get_ports {clk}]

set non_clock_inputs [all_inputs -no_clocks]
set_input_delay [expr $clk_period * $clk_io_pct] -clock clk0 $non_clock_inputs
set_output_delay [expr $clk_period * $clk_io_pct] -clock clk0 [all_outputs]
==> run_summary.xml <==
<?xml version="1.0" encoding="UTF-8"?>
<metrics>
  <group name="final_timing">
    <metric name="final_max_slew_viol_count" unit="">0</metric>
    <metric name="period_used_share" unit="%">26.72</metric>
    <metric name="final-setup-viol-count" unit="">0</metric>
    <metric name="tmin_final" unit="ns">6.332</metric>
    <metric name="hold_viol" unit="">0</metric>
    <metric name="grt_setup_unrepaired" unit="">no</metric>
    <metric name="fin_ws" unit="ns">17.37</metric>
    <metric name="hold-worst-slack" unit="ns">0.4997</metric>
    <metric name="slew-limit-headroom" unit="%">36.93</metric>
    <metric name="fmax" unit="MHz">157.9</metric>
    <metric name="worstMarginPinSlew" unit="ns">0.9460</metric>
    <metric name="worst_clock_skew" unit="ns">0.01268</metric>
    <metric name="total_negative_setup_slack" unit="ns">0</metric>
  </group>
  <group name="logic_synthesis">
    <metric name="synth_top_flop_cell" unit="">sky130_fd_sc_hd__dfxtp_1</metric>
    <metric name="netlist_area" unit="um2">19000</metric>
    <metric name="number_of_warnings_printed_during_yosys_synthesis" unit="">1</metric>
    <metric name="synth-edff-count" unit="">0</metric>
    <metric name="number_of_distinct_library_cells_after_synthesis" unit="">71</metric>
    <metric name="post-synth-top-count-cell" unit="">sky130_fd_sc_hd__dfxtp_1</metric>
    <metric name="ys_ff" unit="">389</metric>
    <metric name="ys_seq_share" unit="%">40.99</metric>
    <metric name="netlist_instances" unit="">2191</metric>
    <metric name="ys_cells" unit="">2191</metric>
    <metric name="synthesis.area_per_instance" unit="um2">8.672</metric>
    <metric name="synth_top_cell_by_area" unit="">sky130_fd_sc_hd__dfxtp_1</metric>
    <metric name="yosys-top-cells-area" unit="">sky130_fd_sc_hd__dfxtp_1 41%, sky130_fd_sc_hd__o211a_1 7.0%, sky130_fd_sc_hd__nor2b_1 6.6%, sky130_fd_sc_hd__o21ai_0 5.6%, sky130_fd_sc_hd__a22oi_1 5.1%</metric>
    <metric name="synth_async_sr_flop_share" unit="%">0</metric>
    <metric name="synth_largest_type_area_fraction" unit="%">40.99</metric>
    <metric name="top_cells_by_count" unit="">389 x sky130_fd_sc_hd__dfxtp_1, 231 x sky130_fd_sc_hd__nand2_1, 212 x sky130_fd_sc_hd__o21ai_0</metric>
    <metric name="synth.yosys.chip_area" unit="um2">19000</metric>
  </group>
  <group name="drt">
    <metric name="met1Wirelength" unit="um">28740</metric>
    <metric name="total_via_count_after_detailed_routing" unit="">16970</metric>
    <metric name="routed-wl-met3" unit="um">4740</metric>
    <metric name="drcViolationCount" unit="">0</metric>
    <metric name="route.antenna.remaining_nets" unit="">0</metric>
    <metric name="dr.max_layer_used" unit="">met5</metric>
    <metric name="postRouteWirelength" unit="um">58620</metric>
    <metric name="route.detailed.wl_per_inst" unit="um">18.96</metric>
    <metric name="post_drt_via_cell_ratio" unit="">5.487</metric>
    <metric name="detailroute.wirelength.met2" unit="um">24410</metric>
    <metric name="first_pass_iters" unit="">27</metric>
    <metric name="dr.first_iter.drc_count" unit="">1209</metric>
  </group>
  <group name="placement">
    <metric name="dpl.cell_count" unit="">3014</metric>
    <metric name="gp_congestion" unit="">0.9370</metric>
    <metric name="dpl_ws" unit="ns">17.13</metric>
    <metric name="portBuffers" unit="">388</metric>
    <metric name="detailedPlacementHpwl" unit="um">41430</metric>
  </group>
  <group name="finish">
    <metric name="final_cell_count_no_fill" unit="">3092</metric>
    <metric name="fillerInstances" unit="">4249</metric>
    <metric name="post_route_cells_drive_above_1_share" unit="%">4.106</metric>
    <metric name="area.combinational" unit="um2">10450</metric>
    <metric name="final-seq-area" unit="um2">7799</metric>
    <metric name="area_growth" unit="%">29.03</metric>
  </group>
  <group name="setup_path">
    <metric name="regToRegSetupSlack" unit="ns">19.39</metric>
    <metric name="endpoint_of_the_most_critical_register_to_register_path" unit="">regResult[108]</metric>
    <metric name="setup_crit_path_kind" unit="">register to primary output</metric>
    <metric name="crit_path_max_incr_delay" unit="ns">0.53</metric>
    <metric name="setup.worst_path.start_class" unit="">register</metric>
    <metric name="endpoint_of_the_worst_setup_timing_path" unit="">C[112]</metric>
    <metric name="crit_path_start" unit="">regResult[112]</metric>
    <metric name="timing.rr.start" unit="">state[1]</metric>
    <metric name="worst-endpoint-arrival" unit="ns">1.59</metric>
    <metric name="cp.depth" unit="">1</metric>
    <metric name="critical_path.max_fanout" unit="">3</metric>
    <metric name="critical_path.slowest_cell" unit="">sky130_fd_sc_hd__clkdlybuf4s50_1</metric>
    <metric name="timing.critical_path.cells" unit="">clkdlybuf4s50_1</metric>
    <metric name="required" unit="ns">18.96</metric>
    <metric name="reg2reg_depth" unit="">14</metric>
    <metric name="crit_family" unit="">buffers and inverters</metric>
    <metric name="timing.critical_path.to_type" unit="">primary output</metric>
    <metric name="cp_num_buf_inv" unit="">1</metric>
  </group>
  <group name="die">
    <metric name="floorplan.die.height" unit="um">219.9</metric>
    <metric name="die_x" unit="um">219.9</metric>
    <metric name="fp.dieArea" unit="um2">48370</metric>
    <metric name="design.core.area" unit="um2">46650</metric>
    <metric name="io-pin-count" unit="">389</metric>
    <metric name="num_rows" unit="">79</metric>
    <metric name="initial_utilization" unit="%">40.72</metric>
  </group>
  <group name="status">
    <metric name="outcome" unit="">completed</metric>
  </group>
  <group name="flow_run">
    <metric name="maxCapViolations" unit="">0</metric>
    <metric name="log.warning_count" unit="">31</metric>
  </group>
  <group name="clock_tree">
    <metric name="cts_hold_buffers" unit="">0</metric>
    <metric name="clock_insertion_delay_worst_skew" unit="ns">0.56</metric>
    <metric name="ctsResizeCount" unit="">0</metric>
    <metric name="number_of_post_cts_setup_repair_buffers" unit="">0</metric>
    <metric name="tritoncts_num_sinks" unit="">389</metric>
    <metric name="cts-buffers-inserted" unit="">43</metric>
    <metric name="tritoncts" unit="">done</metric>
    <metric name="clockRootBuffer" unit="">sky130_fd_sc_hd__clkbuf_16</metric>
    <metric name="clkSlewWorstSetupHoldPaths" unit="ns">0.06</metric>
    <metric name="clock_path_buffers" unit="">3</metric>
    <metric name="cts.htree.levels" unit="">2</metric>
  </group>
  <group name="pwr">
    <metric name="irDropWorstVdd" unit="uV">39.78</metric>
    <metric name="powerDensity" unit="nW/um2">71.96</metric>
    <metric name="cellLeakagePower" unit="nW">10.53</metric>
  </group>
  <group name="global_route">
    <metric name="first_global_vias" unit="">15650</metric>
    <metric name="first_pass_grt_wire_length" unit="um">89900</metric>
    <metric name="groute.usage.overall" unit="%">24.46</metric>
    <metric name="initial_antenna_violation_count" unit="">6</metric>
    <metric name="grt-ovfl-total" unit="">0</metric>
    <metric name="grt_start_max_net_pins" unit="">177</metric>
  </group>
  <group name="worst_hold_path">
    <metric name="worstHoldPathType" unit="">register to register</metric>
  </group>
</metrics>
where the power goes:
group,switching [W],internal [W]
Clock,0.000264,0.000400
Sequential,0.0000419,0.000704
Combinational,0.000187,0.000166
Total,0.000493,0.00127
area by class of cell:
| class | count | share of cell area, % |
|---|---|---|
| tap | 607 | 3.098 |
| antenna | 1 | 0.01021 |
| clock buffer | 69 | 5.533 |
| inverter | 20 | 0.3062 |
| multi-input combinational | 1595 | 42.63 |
| timing repair buffer | 403 | 16.37 |
| sequential | 389 | 31.81 |
| clock inverter | 8 | 0.2399 |
placed cells by master (no fill, tap or decap), types with 6 or more instances in the layout:
cell                              count
sky130_fd_sc_hd__a21o_1              15
sky130_fd_sc_hd__and2_1              45
sky130_fd_sc_hd__o31ai_1              6
sky130_fd_sc_hd__clkbuf_1            10
sky130_fd_sc_hd__dfxtp_1            386
sky130_fd_sc_hd__o21ai_0            212
sky130_fd_sc_hd__nor2b_1            200
sky130_fd_sc_hd__nand4_1             18
sky130_fd_sc_hd__ha_1                63
sky130_fd_sc_hd__buf_4               14
sky130_fd_sc_hd__nor3_1              16
sky130_fd_sc_hd__nand2_1            231
sky130_fd_sc_hd__xnor2_1             34
sky130_fd_sc_hd__mux2i_1             65
sky130_fd_sc_hd__o21bai_1            22
sky130_fd_sc_hd__o21ai_1              6
sky130_fd_sc_hd__a21oi_1             82
sky130_fd_sc_hd__clkbuf_16           45
sky130_fd_sc_hd__or3_1                7
sky130_fd_sc_hd__o21a_1               8
sky130_fd_sc_hd__a31oi_1              7
sky130_fd_sc_hd__a22oi_1            129
sky130_fd_sc_hd__a211oi_1             6
sky130_fd_sc_hd__nand3_1            151
sky130_fd_sc_hd__xor2_1              16
sky130_fd_sc_hd__clkbuf_8            14
sky130_fd_sc_hd__nand2b_1            10
sky130_fd_sc_hd__and3_1               6
sky130_fd_sc_hd__inv_1               20
sky130_fd_sc_hd__nor2_1              39
sky130_fd_sc_hd__clkdlybuf4s50_1    387
sky130_fd_sc_hd__o211a_1            132
flip-flops by register name, indices dropped and copies added, names as in the netlist:
| name | count |
|---|---|
| regB_Q | 128 |
| regResult | 128 |
| state | 3 |
| regCout | 1 |
| regA_Q | 128 |
| regDone | 1 |
metrics by stage:
step	power (W)	area (um2)	util, %
floorplan	0.0009549	19000	-
CTS	0.001783	24510	52.54
finish	0.001764	24510	52.55
global route	0.001851	24510	52.54
detailed placement	0.001112	23100	49.51
global placement	0.001110	23100	49.51
cell families (layout without fill, tap and decap cells):
family	Yosys count	after routing	synth area share, %
buffers and inverters	207	500	4.116
other	0	1	0
DFF	389	389	40.99
xor gates and xnor gates	50	50	2.305
muxes	65	65	3.424
AOI/OAI and AO/OA	669	669	24.72
adders and majority gates	65	65	4.360
and+or+nand+nor	746	746	20.09
worst min path at each step:
stage	slack, ns	cells past startpoint	from	end
CTS	0.50	1	regA_Q[0]	regA_Q[0]
global route	0.51	1	regA_Q[0]	regA_Q[0]
finish	0.50	1	regA_Q[0]	regA_Q[0]
layer usage:
metal | GRT usage (%) | vias up
li1 | - | 8398
met5 | 0 | -
met4 | 3.448 | 4
met1 | 40.77 | 7962
met3 | 5.553 | 48
met2 | 33.13 | 553
No activity file was given, so power comes from the tool's default toggle rates.
